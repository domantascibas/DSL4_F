===== /design/flow/run.sh =====
#!/bin/bash
# OpenROAD 26Q1-2900-gdf79404cd8, Yosys 0.63+post, stock flow scripts
make -C /OpenROAD-flow-scripts/flow DESIGN_CONFIG=/design/flow/config.mk WORK_HOME=/design/flow/orfs finish

===== /design/flow/design.v =====
`timescale 1ns / 1ps
module Timer(
	input CLK,
	input RST,
	input [7:0] BUS_ADDR,
	inout [7:0] BUS_DATA,
	input BUS_WE,
	input BUS_INTERRUPT_ACK,
	output BUS_INTERRUPT_RAISE
   );
	parameter [7:0]	TimerBaseAddr				= 8'hF0;		 
	parameter			InitialInterruptRate		= 100;		 
	parameter			InitialInterruptEnable	= 1'b1;		 
	reg [7:0] interrupt_rate[1:0];
	wire [15:0] complete_rate;
	assign complete_rate = {interrupt_rate[1], interrupt_rate[0]};
	reg [7:0] buff_bus_data;
	reg [7:0] Out;
	reg [31:0] timer;
	reg state_counter;
	parameter idle_state = 0;
	parameter high_written = 1;
	always@(posedge CLK) begin
	    if(BUS_WE)
	        buff_bus_data <= BUS_DATA;
	end
	always @ (posedge CLK) begin
		if (RST) begin
			interrupt_rate[0] <= InitialInterruptRate;
			interrupt_rate[1] <= 0;
			state_counter <= idle_state;
	    end
		else if ((BUS_ADDR == TimerBaseAddr + 8'h04) & BUS_WE) begin
			if(state_counter == idle_state)
			    state_counter <= high_written;
		end else if((BUS_ADDR == TimerBaseAddr + 8'h05) & BUS_WE) begin
		    if(state_counter == high_written) begin
			    state_counter <= idle_state;
			    interrupt_rate[1] <= buff_bus_data;
			    interrupt_rate[0] <= BUS_DATA;
			end
        end
    end
    always@(posedge CLK) begin
        if((BUS_ADDR == TimerBaseAddr + 8'h04) & (BUS_WE == 1'b0))
            Out <= interrupt_rate[1];
        else if((BUS_ADDR == TimerBaseAddr + 8'h05) & (BUS_WE == 1'b0))
            Out <= interrupt_rate[0];
        else
            Out <= timer[7:0];
    end
	reg interrupt_en;
	always @ (posedge CLK) begin
		if (RST)
			interrupt_en <= InitialInterruptEnable;
		else if ((BUS_ADDR == TimerBaseAddr + 8'h03) & BUS_WE)
			interrupt_en <= BUS_DATA[0];
		end
	reg [31:0] down_counter;
	always @ (posedge CLK) begin
		if (RST)
			down_counter <= 1'b0;
		else begin
			if (down_counter == 32'd49999)
				down_counter <= 32'd0;
			else
				down_counter <= down_counter + 1;
			end
		end
	always @ (posedge CLK) begin
		if (RST | (BUS_ADDR == TimerBaseAddr + 8'h02))
			timer <= 32'd0;
		else begin
			if (down_counter == 32'd0)
				timer <= timer + 1;
			else
				timer <= timer;
			end
		end
	reg target_reached;
	reg [31:0] last_time;
	always @ (posedge CLK) begin
		if (RST) begin
			target_reached <= 1'b0;
			last_time <= 32'd0;
			end
		else if ((last_time + complete_rate) == timer) begin
			if (interrupt_en)
				target_reached <= 1'b1;
			last_time <= timer;
			end
		else
			target_reached <= 1'b0;
		end
	reg interrupt;
	always @ (posedge CLK) begin
		if (RST)
			interrupt <= 1'b0;
		else if (target_reached)
			interrupt <= 1'b1;
		else if (BUS_INTERRUPT_ACK)
			interrupt <= 1'b0;
		end
	assign BUS_INTERRUPT_RAISE = interrupt;
	reg transmit_timer_value;
	always @ (posedge CLK) begin
		if ((BUS_ADDR == TimerBaseAddr) || (BUS_ADDR == (TimerBaseAddr + 8'h04)) || (BUS_ADDR == (TimerBaseAddr + 8'h05)))
			transmit_timer_value <= 1'b1;
		else
			transmit_timer_value <= 1'b0;
		end
    assign BUS_DATA = (transmit_timer_value) ? Out:8'hZZ;
endmodule

===== /design/flow/constraint.sdc =====
current_design Timer

set clk_period 14.4
set clk_io_pct 0.2

create_clock -name clk0 -period $clk_period [get_ports {CLK}]

set non_clock_inputs [all_inputs -no_clocks]
set_input_delay [expr $clk_period * $clk_io_pct] -clock clk0 $non_clock_inputs
set_output_delay [expr $clk_period * $clk_io_pct] -clock clk0 [all_outputs]

===== /design/flow/config.mk =====
export PLATFORM = sky130hd
export DESIGN_NAME = Timer
export DESIGN_NICKNAME = Timer
export VERILOG_FILES = /design/flow/design.v
export SDC_FILE = /design/flow/constraint.sdc
export NUM_CORES = 4
export LEC_CHECK = 1
export CORE_UTILIZATION = 30

==> run notes <==
yosys + openroad results -> leading register cell type out of synthesis sky130_fd_sc_hd__dfxtp_1, number of sinks handled by clock tree synthesis 132, synthesized netlist cell count 854, CTS buffer count 17, area fraction in mux cells 0.0625, fraction of post-synthesis cell area in the top cell type by area 0.342, stopping stage clock tree synthesis, cell types with the highest counts after synthesis sky130_fd_sc_hd__dfxtp_1 (124), sky130_fd_sc_hd__nor2_1 (100), sky130_fd_sc_hd__nand2_1 (85), YS chip area 7250 µm², Hold-fix buffers, CTS 0, largest cells by area after synthesis sky130_fd_sc_hd__dfxtp_1 (34%), sky130_fd_sc_hd__mux2i_1 (5.9%), sky130_fd_sc_hd__nand2b_1 (5.8%), aoi/oai-family share of the synthesized area 0.117, number of placed instances with taps included 1,154, height of the die 157 µm, Netlist Area Pre-Place 7250 µm², yosys synthesis warning count 3, floorplan utilization 0.307, Post-synth EDFFs 8, number of rows created at floorplan 56, CTS H-tree lvls 4, average footprint of a synthesized cell 8.49 µm², clock tree root buffer cell sky130_fd_sc_hd__clkbuf_16, #FFs+latches synth 132, post-synth top area cell sky130_fd_sc_hd__dfxtp_1, outcome stopped before the end, sequential area share after synthesis 0.375, CTS-repair resized insts 0, share of synthesized registers carrying an async set or reset 0, cell count listed in synth_stat.txt 854, most used standard cell by instance count after synthesis sky130_fd_sc_hd__dfxtp_1, DPL Wire Length 11,500 µm, Cell Type Count 69, top comb family, area simple AND/OR/NAND/NOR gates, simple logic cell fraction of the synthesized area 0.269, adder and majority cell fraction of the synthesized area 0.0355, post-CTS setup buffer count 0, Port-buffer cells 12, Horiz. Die Dim 157 µm, placement-stage cell area 7650 µm², weighted congestion reported at the end of routability-driven placement 0.885, first error in the log [error] [KeplerFormal.cpp:679] Workflow failed: Iso has multiple drivers: .BUS_DATA0, BUS_DATA[0]$_DFF_P_.Q0, I/O pin count 21, clk buf depth 2, area share of xor/xnor cells in the synthesized design 0.111
[cells by family after synthesis]
kind of cell | count (synthesis)
and+or+nand+nor | 386
buffers and inverters | 50
xor gates and xnor gates | 92
adders and majority gates | 20
AOI/OAI and AO/OA | 129
DFF | 132
muxes | 45
[per-stage QoR]
step / worst slack, ns / utilization / hold WS (ns) / total power, µW
3_5_place_dp: 9.34 / 0.324 / 0.455 / 412
2_1_floorplan: 10.22 / - / 0.408 / 403
3_3_place_gp: 9.35 / 0.324 / 0.464 / 412
Power is estimated from default activity; no workload was simulated.
